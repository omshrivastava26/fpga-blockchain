--- /design/flow/design.v ---
module comparator(A,B,E,G,L);
input A,B;
output E,G,L;
assign E=(A==B);
assign G=(A>B);
assign L=(A<B);
endmodule
module comparator_8(A,B,e,g,l);
input [7:0] A;
input [7:0] B;
wire [7:0] E;
wire [7:0] G;
wire [7:0] L;
output e,g,l;
comparator c0(A[7],B[7],E[7],G[7],L[7]);
comparator c1(A[6],B[6],E[6],G[6],L[6]);
comparator c2(A[5],B[5],E[5],G[5],L[5]);
comparator c3(A[4],B[4],E[4],G[4],L[4]);
comparator c4(A[3],B[3],E[3],G[3],L[3]);
comparator c5(A[2],B[2],E[2],G[2],L[2]);
comparator c6(A[1],B[1],E[1],G[1],L[1]);
comparator c7(A[0],B[0],E[0],G[0],L[0]);
assign e=E[7]&E[6]&E[5]&E[4]&E[3]&E[2]&E[1]&E[0];
assign g=G[7]|(E[7]&(G[6]|(E[6]&(G[5]|(E[5]&(G[4]|(E[4]&(G[3]|(E[3]&(G[2]|(E[2]&(G[1]|(E[1]&G[0])))))))))))));
assign l=!(e|g);
endmodule
--- /design/flow/run.sh ---
#!/bin/bash
# OpenROAD 26Q1-2900-gdf79404cd8, Yosys 0.63+post, stock flow scripts
make -C /OpenROAD-flow-scripts/flow DESIGN_CONFIG=/design/flow/config.mk WORK_HOME=/design/flow/orfs finish
--- /design/flow/config.mk ---
export PLATFORM = sky130hd
export DESIGN_NAME = comparator_8
export DESIGN_NICKNAME = comparator_8
export VERILOG_FILES = /design/flow/design.v
export SDC_FILE = /design/flow/constraint.sdc
export NUM_CORES = 4
export LEC_CHECK = 1
export CORE_AREA = 10 10 70 70
export DIE_AREA = 0 0 80 80
--- /design/flow/constraint.sdc ---
current_design comparator_8

set clk_period 2.5
set clk_io_pct 0.2

create_clock -name clk0 -period $clk_period

set non_clock_inputs [all_inputs -no_clocks]
set_input_delay [expr $clk_period * $clk_io_pct] -clock clk0 $non_clock_inputs
set_output_delay [expr $clk_period * $clk_io_pct] -clock clk0 [all_outputs]
==> reports/results.env <==
OUTCOME='finished, final reports clean'
WORST_EP_ARRIVAL_TIME_NS=1.90
SYNTH.DISTINCT_CELLS=15
FINALHOLDVIOLCOUNT=0
WORST_IR_DROP_VDD_mV=0.0287
GLOBALROUTEOVERFLOWTOTAL=0
MIN_PERIOD_OVER_PERIOD_PCT=96.0
CTS_HOLD_REPAIR.BUFFERS=0
N_FILL_CELL=385
FLOW.AREA_GROWTH_FROM_SYNTHESIS_PCT=148
PLACEMENT.CELL_AREA_UM2=507
TIMING.CRITICAL_PATH.TO='l'
ROWS=21
TIMING.MAX_CAP.VIOLATIONS=0
DRT_FIRST_PASS_ITERS=2
TIMING.CRITICAL_PATH.FANOUT_MAX=2
POST-ROUTE-CELL-AREA_UM2=586
REPORT.FINAL.SLEW_VIOL_COUNT=0
DRT_FIRST_ITER_VIOLATIONS=16
CRITICAL-PATH-SLOWEST-CELL='sky130_fd_sc_hd__clkdlybuf4s50_1'
CORE_AREA_UM2=3420
SLOWEST_DELAY_NS=0.47
INSERTEDDIODECOUNT=0
RELSLEWSLACK_PCT=88.3
AVGVIACOUNTPERCELL=2.98
GRT_USAGE_PCT=2.86
GRT_START_MAX_NET_PINS=5
REMAINING_ANTENNA_VIOLATION_COUNT=0
END_KIND='output pin'
FIRST_GLOBAL_VIAS=332
POWER.DENSITY_CELL_AREA_nW_PER_UM2=156
POST_SYNTH_INSTANCE_AREA_UM2=236
YOSYS_WARNINGS=0
WIRE_PER_INST_UM=9.23
SHARE_OF_POST_ROUTE_CELLS_WITH_DRIVE_STRENGTH_ABOVE_1_PCT=31.5
DIE-AREA_UM2=6400
COMBINED_AREA_OF_THE_MULTI_INPUT_LOGIC_CELLS_UM2=293
DR_TOTAL_VIAS=298
FINALSETUPVIOLCOUNT=0
WORST_EP_REQUIRED_TIME_NS=2.00
PLACE_CONGESTION=0.789
FLOORPLAN.DIE.HEIGHT_UM=80
SYNTH_SEQ_SHARE_PCT=0
SEQ_CELL_COUNT=0
FLOORPLAN.DIE.WIDTH_UM=80
REMAINING_DRC_ERRORS=0
MAX_CLOCK_FREQ_MHz=417
SYN_AREA_PER_CELL_UM2=7.39
IO_PINS=19
SYNTH.YOSYS.NUM_CELLS=32
WARNING_COUNT=32
YOSYSCHIPAREA_UM2=236
FIRST_PASS_GRT_WIRE_LENGTH_UM=1520
CORE_UTIL_FLOORPLAN_PCT=6.92
POSTCTSSETUPBUFFERS=0
DETAILED_PLACE_HPWL_UM=784
PRECTSSETUPSLACK_NS=-0.358
FINAL.CLKBUF_COUNT=0
PORT_BUFFERS=19
POSTROUTEWIRELENGTH_UM=923
ANTENNA_FOUND_INITIAL=0
TIMING.CRITICAL_PATH.CELLS='clkdlybuf4s50_1, inv_2, ha_4, o211a_1, o21ai_1, a41o_1, o21bai_1, buf_2'
SETUP_WS_NS=0.0998
WORSTHOLDPATHTYPE='primary input to output pin'
UNREPAIRED_SETUP_ENDPOINTS_AFTER_GLOBAL_ROUTING='false'
P_LEAK_nW=0.241
TIMING.SETUP.CRITICAL_PATH_CLASS='primary input to output pin'
FINAL-SEQ-AREA_UM2=0
TIGHTESTPINTRANSITION_NS=0.175
CRIT_PATH_START_KIND='primary input'
FINALCRITICALPERIOD_NS=2.40
UTILIZATION_PCT=17.1
SYNTHCELLS=32
CRIT_START='A[7]'
-- critical path, delay by kind of cell --
family	cells	cell delay [ns]
AOI/OAI and AO/OA	4	0.52
adders and majority gates	1	0.25
buffers and inverters	3	0.63
-- layout by cell type (no fill, tap or decap) --
cell,count
sky130_fd_sc_hd__nor2_2,1
sky130_fd_sc_hd__o21bai_1,1
sky130_fd_sc_hd__dlygate4sd2_1,3
sky130_fd_sc_hd__inv_2,3
sky130_fd_sc_hd__o21a_2,1
sky130_fd_sc_hd__a41o_1,1
sky130_fd_sc_hd__ha_1,1
sky130_fd_sc_hd__nand2_1,2
sky130_fd_sc_hd__clkbuf_2,1
sky130_fd_sc_hd__o2111ai_1,1
sky130_fd_sc_hd__nand2b_1,1
sky130_fd_sc_hd__ha_4,7
sky130_fd_sc_hd__buf_4,3
sky130_fd_sc_hd__nand3b_1,1
sky130_fd_sc_hd__clkdlybuf4s50_1,13
sky130_fd_sc_hd__buf_2,1
sky130_fd_sc_hd__nor2b_1,1
sky130_fd_sc_hd__o21ai_1,1
sky130_fd_sc_hd__dlymetal6s2s_1,1
sky130_fd_sc_hd__o221ai_1,1
sky130_fd_sc_hd__o211a_1,1
sky130_fd_sc_hd__nand4_1,2
sky130_fd_sc_hd__inv_1,6
-- through the flow --
stage	instances	total power (W)	setup TNS (ns)	hold slack, ns
2_1_floorplan	32	0.0000323	0	1.26
3_3_place_gp	100	0.0000827	-0.852	2.20
3_5_place_dp	100	0.0000822	-0.854	2.19
4_1_cts	100	0.0000912	0	1.86
5_1_grt	100	0.000103	0	1.77
6_report	100	0.0000911	0	1.71
-- Yosys cell counts --
cell type / n / area, um2
sky130_fd_sc_hd__a41o_1: 1 / 10.0
sky130_fd_sc_hd__o21a_2: 1 / 8.76
sky130_fd_sc_hd__o2111ai_1: 1 / 8.76
sky130_fd_sc_hd__nand4_1: 2 / 12.5
sky130_fd_sc_hd__inv_1: 9 / 33.8
sky130_fd_sc_hd__nor2b_1: 1 / 6.26
sky130_fd_sc_hd__o221ai_1: 1 / 8.76
sky130_fd_sc_hd__o211a_1: 1 / 10.0
sky130_fd_sc_hd__nand3b_1: 1 / 7.51
sky130_fd_sc_hd__ha_1: 8 / 100
sky130_fd_sc_hd__nor2_1: 1 / 3.75
sky130_fd_sc_hd__nand2_1: 2 / 7.51
sky130_fd_sc_hd__o21ai_1: 1 / 5.00
sky130_fd_sc_hd__nand2b_1: 1 / 6.26
sky130_fd_sc_hd__o21bai_1: 1 / 7.51
-- how the worst min path moves through the flow --
stage	start	endpoint	slack (ns)	cells after the start
5_1_grt	B[4]	l	1.77	6
6_report	B[4]	l	1.71	6
4_1_cts	A[4]	l	1.86	7
-- report_power, final --
part	switching, W	internal (W)	total [W]
Sequential	0	0	0
Clock	0	0	0
Combinational	0.0000327	0.0000584	0.0000911
-- final cells by class --
type                       instances  share of cell area [%]
tap                               46                    9.83
timing repair buffer              22                    34.4
multi-input combinational         23                    50.0
inverter                           9                    5.77
-- per-layer routing --
layer | GRT usage, % | vias up | part of all wire, %
li1 | - | 158 | -
met1 | 3.10 | 130 | 40
met2 | 5.46 | 10 | 47
met3 | 1.02 | 0 | 13
met4 | 0 | 0 | 0
met5 | 0 | - | 0
-- what timing repair did --
action                     CTS  global route
cloned                       0             0
hold endpoints to repair     0             0
setup endpoints to repair    3             2
pin swaps                    4             1
gates resized               18             3
-- cell families (layout without fill, tap and decap cells) --
logic type      Yosys count  count (layout)  synth area share (%)
simple gates              8               8                  18.5
fa+ha+maj                 8               8                  42.3
compound gates            7               7                  24.9
buf+inv                   9              31                  14.3
Power and IR drop assume default switching activity.
